[flow/config.mk]
export PLATFORM = sky130hd
export DESIGN_NAME = vgac
export DESIGN_NICKNAME = vgac
export VERILOG_FILES = /design/flow/design.v
export SDC_FILE = /design/flow/constraint.sdc
export NUM_CORES = 4
export LEC_CHECK = 1
export CORE_UTILIZATION = 40
[flow/constraint.sdc]
current_design vgac

set clk_period 2.3
set clk_io_pct 0.2

create_clock -name clk0 -period $clk_period [get_ports {vga_clk}]

set non_clock_inputs [all_inputs -no_clocks]
set_input_delay [expr $clk_period * $clk_io_pct] -clock clk0 $non_clock_inputs
set_output_delay [expr $clk_period * $clk_io_pct] -clock clk0 [all_outputs]
[flow/design.v]
`timescale 1ns / 1ps
module vgac (vga_clk,clrn,d_in,row_addr,col_addr,rdn,r,g,b,hs,vs);  
   input     [11:0] d_in;      
   input            vga_clk;   
   input            clrn;
   output reg [8:0] row_addr;  
   output reg [9:0] col_addr;  
   output reg [3:0] r,g,b;  
   output reg       rdn;       
   output reg       hs,vs;     
   reg [9:0] h_count;  
   always @ (posedge vga_clk) begin
       if (!clrn) begin
           h_count <= 10'h0;
       end else if (h_count == 10'd799) begin
           h_count <= 10'h0;
       end else begin 
           h_count <= h_count + 10'h1;
       end
   end
   reg [9:0] v_count;  
   always @ (posedge vga_clk or negedge clrn) begin
       if (!clrn) begin
           v_count <= 10'h0;
       end else if (h_count == 10'd799) begin
           if (v_count == 10'd524) begin
               v_count <= 10'h0;
           end else begin
               v_count <= v_count + 10'h1;
           end
       end
   end
    wire  [9:0] row    =  v_count - 10'd35;      
    wire  [9:0] col    =  h_count - 10'd153;     
    wire        h_sync = (h_count > 10'd95);     
    wire        v_sync = (v_count > 10'd1);      
    wire        read   = (h_count > 10'd142) &&  
                         (h_count < 10'd783) &&  
                         (v_count > 10'd34)  &&  
                         (v_count < 10'd515);    
    always @ (posedge vga_clk) begin
        row_addr <=  row[8:0];  
        col_addr <=  col;       
        rdn      <= ~read;      
        hs       <=  h_sync;    
        vs       <=  v_sync;    
        r        <=  rdn ? 4'h0 : d_in[3:0];  
        g        <=  rdn ? 4'h0 : d_in[7:4];  
        b        <=  rdn ? 4'h0 : d_in[11:8];  
    end
endmodule
[flow/run.sh]
#!/bin/bash
# OpenROAD 26Q1-2900-gdf79404cd8, Yosys 0.63+post, stock flow scripts
make -C /OpenROAD-flow-scripts/flow DESIGN_CONFIG=/design/flow/config.mk WORK_HOME=/design/flow/orfs finish
==> flow_summary.json <==
{
  "cts_tree": "yes",
  "setup-tns-final_ps": 0,
  "synth_stat.cells": 216,
  "ys_ff": 54,
  "cts_setup_buffers": 0,
  "hold_class": "input port to async pin",
  "path_class": "flop to flop",
  "dieArea_um2": 5874,
  "max_cap_violations": 0,
  "crit_fanout": 10,
  "area_delta_synth_final_pct": 26.22,
  "worstPathRequired_ps": 2490,
  "avgSynthCellArea_um2": 10.32,
  "endpoint_kind": "flop",
  "fin_crit_sh": 0.8463,
  "rows": 26,
  "fillers": 481,
  "syn_area_um2": 2228,
  "async_flop_share": 0.1852,
  "core_um2": 5238,
  "worst_setup_path_start_kind": "flop",
  "grt-ovfl-total": 0,
  "met2_usage": 0.1892,
  "yosysWarnings": 1,
  "antenna_found_initial": 0,
  "top_usage_layer": "met1",
  "p_leak_nw": 1.154,
  "clkSlewWorstSetupHoldPaths_ps": 90,
  "synthCells": 216,
  "floorplan.core_util": 0.4255,
  "finClkSkew_ps": 4.846,
  "dr.first_iter.drc_count": 31,
  "grt_setup_unrepaired": "false",
  "ys_seq_frac": 0.5076,
  "cts_buffer_depth": 2,
  "ff_type": "dfxtp_1",
  "via_per_inst": 4.612,
  "ir_drop_mv": 0.3643,
  "setup_ws_ps": 353.5,
  "post-place-ws_ps": 390.0,
  "detail-route-antenna-nets": 0,
  "placed_cell_area_um2": 2704,
  "grt_max_degree": 17,
  "power_density_nw_per_um2": 587.8,
  "hold_viol": 0,
  "arrival_ps": 2140,
  "whs_ps": 427.9,
  "grt_pass1_wl_um": 6479,
  "grt_use_total": 0.1406,
  "status": "finished clean",
  "ys_area_um2": 2228,
  "vias": 1508,
  "diodes": 0,
  "cts.htree.levels": 2,
  "worstMarginPinSlew_ps": 753.1,
  "place_inst": 319,
  "warning_count": 31,
  "die_h_um": 76.64,
  "post_drt_wl_per_cell_um": 11.77,
  "cts_buffers": 5,
  "fin_area_um2": 2813,
  "place_congestion": 0.8738,
  "drive_above_1_share": 0.07004,
  "first_pass_iters": 4,
  "routed_wl_um": 3848,
  "instances_no_fill": 327,
  "drcViolationCount": 0,
  "use_met3": 0.03406,
  "gr-usage-met1": 0.2336,
  "synth_cell_types": 46,
  "cts_resized": 0,
  "setup_viol": 0,
  "hold_buffers": 0,
  "port_buffers": 47,
  "ioPinCount": 48,
  "die_x_um": 76.64,
  "grt_pass1_vias": 1345,
  "final-max-slew-violation-count": 0,
  "fmax_mhz": 513.7,
  "cts_sinks": 54,
  "slew_headroom": 0.4916,
  "hpwl_um": 2759,
  "root_buffer": "clkbuf_8",
  "edf_count": 0,
  "layout_min_cycle_time_ps": 1947,
  "clk_latency_ps": 300
}
[cells in the final DEF (no fill, tap or decap), types with 2 or more instances in the layout]
cell type / n
o21ai_0: 5
and3_1: 4
or3_1: 2
nand4_1: 8
a21bo_2: 2
clkbuf_8: 5
dfrtp_1: 10
nor2b_1: 15
o21a_1: 2
clkdlybuf4s50_1: 47
a21oi_1: 6
nor3_1: 3
ha_1: 8
dfxtp_1: 44
inv_1: 5
nand2_1: 14
nand3b_1: 2
and4_1: 2
xnor2_1: 8
a22o_1: 2
mux2_2: 2
buf_4: 2
nor2_1: 15
nand3_1: 3
and2_1: 5
xor2_1: 16
[Yosys cell counts, types with 2 or more instances]
library cell   n  share of area
buf_2          3         0.0067
nand3_1        3         0.0067
and2_1         5          0.014
dfxtp_1       44           0.40
o21a_1         2         0.0067
nand2_1       14          0.024
inv_1          5         0.0084
nor2_1        15          0.025
xnor2_1        8          0.031
nand4_1        8          0.022
nand3b_1       2         0.0067
a21oi_1        6          0.013
clkbuf_8       2          0.012
xor2_1        16          0.063
clkbuf_2       2         0.0045
ha_1           8          0.045
or3_1          2         0.0056
clkbuf_1       7          0.012
mux2_2         2          0.010
nor2b_1       15          0.042
and4_1         2         0.0079
a22o_1         2         0.0079
and3_1         4          0.011
dfrtp_1       10           0.11
nor3_1         3         0.0067
a21bo_2        2         0.0090
o21ai_0        5          0.011
[per-stage QoR]
step | total power, mW | utilization
6_report | 1.653 | 0.5370
4_1_cts | 1.681 | 0.5370
5_1_grt | 1.735 | 0.5370
3_3_place_gp | 1.057 | 0.5162
3_5_place_dp | 1.056 | 0.5162
2_1_floorplan | 1.004 | -
[path summary, 6_finish.rpt]
| path | slack (ps) | to | cells after the start | startpoint |
|---|---|---|---|---|
| setup / recovery | 350 | v_count[4] | 5 | h_count[1] |
| setup reg to reg | 350 | v_count[4] | 5 | h_count[1] |
| hold / removal | 430 | v_count[8] | 1 | clrn |
| hold reg to reg | 500 | h_count[0] | 1 | h_count[0] |
| max in group asynchronous | 1440 | v_count[5] | 2 | clrn |
| min in group clk0 | 500 | h_count[0] | 1 | h_count[0] |
[report_power, final]
part	leakage, nW	switching, mW	internal, mW
clock	0.0557	0.294	0.326
combinational	0.601	0.0213	0.0498
sequential	0.497	0.0106	0.952
[sequential cells by signal, indices dropped and copies added, names as in the netlist, 4 cells and up]
register	cells
b	4
row_addr	9
g	4
r	4
col_addr	10
v_count	10
h_count	10
[kinds of logic after synthesis]
| family | count (synthesis) | synth area share |
|---|---|---|
| xor+xnor | 24 | 0.09433 |
| buf+inv | 21 | 0.05222 |
| mux | 4 | 0.02133 |
| flops | 54 | 0.5076 |
| fa+ha+maj | 8 | 0.04492 |
| simple gates | 81 | 0.2055 |
| compound gates | 24 | 0.07412 |
[cell type report]
class / count / area, um^2 / share of cell area
sequential: 54 / 1131 / 0.4021
clock inverter: 2 / 36.28 / 0.01290
clock buffer: 6 / 72.57 / 0.02580
tap: 70 / 87.58 / 0.03114
timing repair buffer: 49 / 485.5 / 0.1726
inverter: 5 / 18.77 / 0.006673
multi-input combinational: 141 / 980.9 / 0.3488
[routing by layer]
layer  wire length (um)  vias up
li1                   -      802
met1               2093      651
met2               1456       47
met3                211        8
met4                 87        0
met5                  0        -
[critical path, cell delays in order, from the launching register on]
cell and delay, ps:
dfxtp_1 450, ha_1 260, and4_1 280, and3b_1 410
nand4_1 150, mux2_2 290
No activity file was given, so power comes from the tool's default toggle rates.
