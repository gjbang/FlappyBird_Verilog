`flow/run.sh`:
```
#!/bin/bash
# OpenROAD 26Q1-2900-gdf79404cd8, Yosys 0.63+post, stock flow scripts
make -C /OpenROAD-flow-scripts/flow DESIGN_CONFIG=/design/flow/config.mk WORK_HOME=/design/flow/orfs finish
```
`flow/config.mk`:
```
export PLATFORM = sky130hd
export DESIGN_NAME = clkdiv
export DESIGN_NICKNAME = clkdiv
export VERILOG_FILES = /design/flow/design.v
export SDC_FILE = /design/flow/constraint.sdc
export NUM_CORES = 4
export LEC_CHECK = 1
export CORE_UTILIZATION = 30
```
`flow/constraint.sdc`:
```
current_design clkdiv

set clk_period 5.5
set clk_io_pct 0.2

create_clock -name clk0 -period $clk_period [get_ports {clk}]

set non_clock_inputs [all_inputs -no_clocks]
set_input_delay [expr $clk_period * $clk_io_pct] -clock clk0 $non_clock_inputs
set_output_delay [expr $clk_period * $clk_io_pct] -clock clk0 [all_outputs]
```
`flow/design.v`:
```
`timescale 1ns / 1ps
module clkdiv(
    input clk,
    input rst,
    output reg[31:0] clkdiv
		);
    always @ (posedge clk or posedge rst) begin
      if(rst) clkdiv<=0;
      else clkdiv <= clkdiv +1'b1;
    end
endmodule
```
==> run summary <==
Hold Path Depth - 1
number of global-route vias before repair - 1090
die area - 5249 sq um
clock sink count - 32
area delta synth->final - 32.86%
Max-Slew Margin vs Limit - 65.24%
total grt overflow - 0
gr usage total - 12.72%
1st-iter DRT viols - 30
Pre-Place Util - 31.32%
synthesized cell area - 1489 sq um
RSZ-0062 raised after global routing - no
CP endpoint kind - output pin
total CTS buffers - 5
tool warnings - 25
Max Transition Viols Final - 0
worst-path maximum fanout - 5
Setup TNS - 0 ps
Top cell area share - 53.78%
IO Pins - 34
WS Path Type - flip-flop to output pin
largest stage delay on the critical path - 510 ps
Worst setup SP type - flip-flop
Yosys top cell by area - dfrtp_1
Clock transition at path regs - 60 ps
Root Driver - clkbuf_8
# fillers - 458
Post-Route WL - 3.013 mm
Post-synth EDFFs - 0
first-pass detailed-route iteration total - 4
pin count of the biggest net entering global routing - 33
Final Hold Fails - 0
Die X - 72.45 um
H-Tree Depth - 2
placeable core area - 4755 sq um
placer's final routability congestion estimate - 0.7727
post-synthesis sequential area ratio - 53.78%
status - completed
pre-CTS setup slack - 3441 ps
hold crit path type - flip-flop to flip-flop
DPL Wire Length - 2.088 mm
worst vdd ir - 0.1439 mV
CTS Buffer Depth - 2
asr flop ratio synth - 100.0%
TritonCTS clock tree - yes
crit path cell chain - clkdlybuf4s50_1
pwr/cell area - 213.1 nW/um^2
ys cells - 129
Setup Fix Bufs, Post-CTS - 0
initial antenna violation count - 0
Gate Count Post-Synth - 129
CP required - 4400 ps
Yosys top cell by instances - dfrtp_1
Top Registers - clkdiv: 32 flops
WP data arrival - 1260 ps
Avg Vias per Cell - 4.667
Worst R2R Path Depth - 5
mean post-synth cell area - 11.54 sq um
synth cell count leaders - 32 x dfrtp_1, 19 x xor2_1, 11 x xnor2_1
Final setup viols - 0
Worst path depth - 1
Slowest cell on crit path - clkdlybuf4s50_1
hold slack - 481.0 ps
routed len/inst - 12.88 um
setup ws final - 3140 ps
Max Cap Viol - 0
buffers and inverters on the worst path - 1
CP delay by family, top - buffers and inverters
PortBufs - 33
clk_skew - 2.354 ps
Worst-Margin Slew - 519.9 ps
synth warn - 1
Yosys cell types - 21
number of vias in the routed layout - 1092
hold buffer count at cts - 0
Tcrit/Tclk final - 42.91%
most flop-heavy register - clkdiv
main area contributors - dfrtp_1 54%, xor2_1 11%, xnor2_1 6.5%
Die Y - 72.45 um
share of post-route cells with drive strength above 1 - 8.982%
clock latency on the worst-skew pair - 280 ps
final antenna-violating net count - 0
leakage - 0.8810 nW
minimum clock period - 2360 ps
Synth flops - 32
max FFs per register - 32
site row count - 25
max frequency - 0.4237 GHz
Residual DRC - 0
ANT cells - 0
global-route wire length before repair - 5.078 mm
post-synth area from yosys stat - 1489 sq um
Commonest flop - dfrtp_1
post_cts resized - 0
==> cell usage in the layout (no fill, tap or decap), drive strengths merged, types with 5 or more instances in the layout <==
cell | synthesis | routed
and4 | 5 | 5
inv | 5 | 5
xor2 | 19 | 19
dfrtp | 32 | 32
nand2 | 10 | 10
clkdlybuf4s50 | 0 | 33
nand3 | 13 | 13
clkbuf | 0 | 8
xnor2 | 11 | 11
and3 | 5 | 5
nor4 | 10 | 10
==> layout make-up <==
cell class                      instances  area, sq um  share of cell area (%)
Sequential cell                        32        800.8                   40.48
Multi-Input combinational cell         88        646.9                   32.70
Timing Repair Buffer                   34        337.8                   17.08
Clock buffer                            8        90.09                   4.554
Tap cell                               67        83.83                   4.238
Inverter                                5        18.77                  0.9488
==> report_power, final <==
part	switching, mW	leakage, nW	internal, mW
logic	0.00448	0.398	0.00114
registers	0	0.438	0.235
clock network	0.0787	0.0455	0.102
total	0.0831	0.881	0.338
==> per-layer routing <==
| layer | routed length (um) | track usage [%] | vias up |
|---|---|---|---|
| met5 | 0 | 0 | - |
| met4 | 34 | 1.743 | 0 |
| met3 | 211 | 4.507 | 4 |
| met2 | 1349 | 18.80 | 36 |
| met1 | 1418 | 19.11 | 530 |
| li1 | - | - | 522 |
==> cells by family after synthesis <==
logic type    share of synthesized area, %
fa+ha+maj                           0.8402
simple gates                         24.96
xor+xnor                             17.65
flops                                53.78
buf+inv                              2.773
==> stage by stage <==
step	util (%)	total power [mW]	std cells	area (sq um)
floorplan	-	0.2432	129	1489
global placement	39.71	0.2456	226	1888
detailed placement	39.71	0.2457	226	1888
CTS	41.61	0.4262	234	1978
global route	41.61	0.4449	234	1978
finish	41.61	0.4216	234	1978
==> final timing paths <==
path / from / endpoint / slack [ps]
max: clkdiv[21] / clkdiv[21] / 3140
min: clkdiv[31] / clkdiv[31] / 480
max reg2reg: clkdiv[0] / clkdiv[20] / 3720
min reg2reg: clkdiv[31] / clkdiv[31] / 480
max in group asynchronous: rst / clkdiv[7] / 4000
min in group asynchronous: rst / clkdiv[28] / 1200
Power is estimated from default activity; no workload was simulated.
