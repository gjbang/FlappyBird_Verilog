File: design/flow/design.v
module music(
    clk,
	playbar,
	buzzer);
	input wire playbar;
	output reg buzzer;
	input wire clk;
	reg [31:0]cnt;
	reg [31:0]prediv;
	reg [31:0]delay;
	initial begin
		cnt=0;
		prediv =32'd382192;
		delay=32'd0;
		buzzer=1'b0;
	end
	always @(posedge clk)begin
		if(playbar==1'b1) begin
			buzzer<=1'b0;
			delay<=32'd0;
			cnt<=32'd0;
			prediv<=32'd382192;
		end
		else begin
			cnt<=cnt+1'b1;
			if(cnt==prediv) begin
				buzzer<=~buzzer;
				cnt<=0;
				delay<=delay+1'b1;
				case(delay)
                    32'd75:prediv<=32'd127551;
                    32'd150:prediv<=32'd113636;
                    32'd225:prediv<=32'd95547;
                    32'd300:prediv<=32'd113636;
                    32'd600:prediv<=32'd75838;
                    32'd638:prediv<=32'd127551;
                    32'd713:prediv<=32'd113636;
                    32'd788:prediv<=32'd95547;
                    32'd863:prediv<=32'd113636;
                    32'd1163:prediv<=32'd85135;
                    32'd1238:prediv<=32'd127551;
                    32'd1313:prediv<=32'd113636;
                    32'd1388:prediv<=32'd95547;
                    32'd1463:prediv<=32'd75838;
                    32'd1613:prediv<=32'd85135;
                    32'd1650:prediv<=32'd95547;
                    32'd1800:prediv<=32'd85135;
                    32'd1875:prediv<=32'd85135;
                    32'd1950:prediv<=32'd85135;
                    32'd2250:prediv<=32'd95547;
                    32'd2325:prediv<=32'd127551;
                    32'd2400:prediv<=32'd113636;
                    32'd2475:prediv<=32'd95547;
                    32'd2550:prediv<=32'd113636;
                    32'd2850:prediv<=32'd75838;
                    32'd2888:prediv<=32'd127551;
                    32'd2963:prediv<=32'd113636;
                    32'd3038:prediv<=32'd95547;
                    32'd3113:prediv<=32'd113636;
                    32'd3413:prediv<=32'd85135;
                    32'd3488:prediv<=32'd127551;
                    32'd3563:prediv<=32'd113636;
                    32'd3638:prediv<=32'd95547;
                    32'd3713:prediv<=32'd75838;
                    32'd3863:prediv<=32'd85135;
                    32'd3938:prediv<=32'd95547;
                    32'd4013:prediv<=32'd85135;
                    32'd4088:prediv<=32'd85135;
                    32'd4163:prediv<=32'd85135;
                    32'd4238:prediv<=32'd95547;
                    32'd4538:prediv<=32'd95547;
                    32'd4613:prediv<=32'd75838;
                    32'd4688:prediv<=32'd63776;
                    32'd4763:prediv<=32'd63776;
                    32'd4838:prediv<=32'd75838;
                    32'd5138:prediv<=32'd63776;
                    32'd5288:prediv<=32'd56818;
                    32'd5363:prediv<=32'd63776;
                    32'd5438:prediv<=32'd75838;
                    32'd5738:prediv<=32'd75838;
                    32'd5813:prediv<=32'd85135;
                    32'd5888:prediv<=32'd85135;
                    32'd5963:prediv<=32'd85135;
                    32'd6000:prediv<=32'd85135;
                    32'd6150:prediv<=32'd85135;
                    32'd6225:prediv<=32'd95547;
                    32'd6375:prediv<=32'd85135;
                    32'd6450:prediv<=32'd75838;
                    32'd6750:prediv<=32'd63776;
					32'd6800:
						begin
							prediv<=127551;
							delay<=32'd0;
						end
					default:prediv<=prediv;
				endcase
		end
	end
	end
endmodule
File: design/flow/run.sh
#!/bin/bash
# OpenROAD 26Q1-2900-gdf79404cd8, Yosys 0.63+post, stock flow scripts
make -C /OpenROAD-flow-scripts/flow DESIGN_CONFIG=/design/flow/config.mk WORK_HOME=/design/flow/orfs finish
File: design/flow/config.mk
export PLATFORM = sky130hd
export DESIGN_NAME = music
export DESIGN_NICKNAME = music
export VERILOG_FILES = /design/flow/design.v
export SDC_FILE = /design/flow/constraint.sdc
export NUM_CORES = 4
export LEC_CHECK = 1
export CORE_UTILIZATION = 50
File: design/flow/constraint.sdc
current_design music

set clk_period 5.9
set clk_io_pct 0.2

create_clock -name clk0 -period $clk_period [get_ports {clk}]

set non_clock_inputs [all_inputs -no_clocks]
set_input_delay [expr $clk_period * $clk_io_pct] -clock clk0 $non_clock_inputs
set_output_delay [expr $clk_period * $clk_io_pct] -clock clk0 [all_outputs]
==> run_results.csv <==
group,metric,value,unit
drt,wl_per_cell,17.7,um
synth,ys_chip_area,5440,um^2
layout,drive_above_1_share,8.32,%
layout,lay_top_cells,"94 x nor2_1, 83 x dfxtp_1, 54 x xor2_1, 41 x nand2_1, 27 x nand3_1",
floorplanning,die-width,106,um
final_timing,period_used_share,64.3,%
clock_network,cts_setup_buffers,0,
drt,dr.pass1.iters,5,
final_timing,finalClockSkew,0.0113,ns
critical_path,end_kind,"register",
critical_path,startpoint_type,"register",
floorplanning,coreArea,10400,um^2
place,hpwl,9970,um
layout,design_area,5720,um^2
drt,num_vias,4771,
global_route,antenna_found_initial,0,
synth,numSynthFlops,83,
drt,drt_wl_total,13900,um
clock_network,cts.sinks,83,
final_timing,setup_violations,0,
final_timing,rsz0062_at_grt,"false",
critical_path,crit_path_max_fanout,18,
clock_network,cts.clk_slew.worst_paths,0.09,ns
synth,synthFlopType,"dfxtp_1",
clock_network,cts_tree,"yes",
layout,nFillCells,964,
final_timing,hold_violations,0,
drt,drtIter0Drc,372,
power,power.total,1.04,mW
critical_path,crit_path_top_delay_cell,"nor3b_1",
synth,yosys_warnings,1,
synth,ys_types,73,
critical_path,crit_path_cell_trace,"inv_1, ha_1, nor3b_1, o21ai_0, a211o_1, a211oi_1, o31a_1, o31ai_4, mux2_2",
drt,viasPerCell,6.08,
floorplanning,dieArea,11300,um^2
drt,postRouteAntennaNets,0,
global_route,grt_pass1_wl,22600,um
final_timing,min_period,3.79,ns
global_route,overflow,0,
final_timing,max_freq,264,MHz
synth,synth-edff-count,0,
critical_path,cp.arrival,4.05,ns
clock_network,cts_made_buffers,9,
critical_path,critPathTopFamily,"AND-OR/OR-AND gates",
floorplanning,rows,37,
layout,layout_top_cell,"nor2_1",
place,place_area,5500,um^2
synth,syn-mean-instance-area,8.22,um^2
clock_network,post_cts_resized,0,
floorplanning,dieHeight,106,um
floorplanning,fp_util,52.2,%
place,portBuffers,2,
min_path,worstHoldPathType,"reg2reg",
floorplanning,io_pins,3,
outcome,status,"finished clean",
final_timing,tns,0,ns
synth,ys_seq_share,30.5,%
final_timing,worst_pin_slew,1.07,ns
clock_network,cts_max_path_buffers,2,
clock_network,clk_latency,0.36,ns
final_timing,max-slew-margin-rel,27.7,%
clock_network,cts_hold_buf,0,
critical_path,cp.required,6.16,ns
clock_network,cts-root-buf,"clkbuf_8",
final_timing,maxSlewViolCount,0,
power,p_leak,2.03,nW
clock_network,htree_num_levels,3,
power,vdd_drop_max,0.000141,V
place,gp_congestion,1.06,
layout,syn_to_final_growth,5.22,%
global_route,grt_max_degree,32,
global_route,grt.total_usage,26.0,%
synth,ys_cells,662,
critical_path,critical_path_class,"reg2reg",
synth,syn-cell-area,5440,um^2
critical_path,crit_buf_inv,1,
job,drv_cap,0,
job,warnings,28,
synth,synth_cells,662,
drt,route.detailed.drc,0,
drt,antenna_cells,0,
synth,async_reset_ff_share,0,%
power,power_density,182,nW/um^2
global_route,grt_pass1_vias,4365,
critical_path,worst_path_largest_cell_delay,0.80,ns
## stage by stage
| step | hold WS (ns) | setup WS (ns) | cells | util, % |
|---|---|---|---|---|
| floorplan | 0.448 | 3.07 | 662 | - |
| global placement | 0.470 | 2.38 | 769 | 52.8 |
| detailed placement | 0.468 | 2.36 | 769 | 52.8 |
| CTS | 0.480 | 2.33 | 785 | 55.0 |
| global route | 0.505 | 2.11 | 785 | 55.0 |
| finish | 0.482 | 2.11 | 785 | 55.0 |
## final timing paths
kind / depth (start not counted) / endpoint / startpoint / slack (ns)
setup / recovery: 9 / prediv[3] / delay[0] / 2.11
hold / removal: 2 / prediv[9] / prediv[9] / 0.48
setup reg to reg: 9 / prediv[3] / delay[0] / 2.11
hold reg to reg: 2 / prediv[9] / prediv[9] / 0.48
## worst min-delay path: cells and delay by family, from the launching register on
kind             cells  cell delay, ns
DFF                  1            0.33
muxes                1            0.06
and+or+nand+nor      1            0.05
## sequential cells by signal (all words and copies together), names as in the netlist
| name | cells |
|---|---|
| delay | 32 |
| prediv | 18 |
| buzzer | 1 |
| cnt | 32 |
## metal layers
layer  wire (um)  track usage, %
met1        6890            41.2
met2        5820            37.4
met3         875            5.38
met4         316            5.16
met5           0               0
## cell usage after synthesis (all sizes together), types with 3 or more instances
cell / instances / share of area (%)
a211oi: 3 / 0.41
mux2i: 11 / 2.0
or3: 5 / 0.57
mux2: 4 / 0.83
or4: 12 / 1.7
o311a: 3 / 0.55
nand3: 27 / 2.5
o41ai: 3 / 0.48
dfxtp: 83 / 31
nor2b: 7 / 0.80
xor2: 54 / 8.7
or4b: 8 / 1.5
or2: 7 / 0.81
nand2: 42 / 2.9
inv: 14 / 0.97
a31oi: 5 / 0.85
nor4bb: 5 / 0.92
nand4b: 5 / 0.92
and4: 9 / 1.4
nor4: 23 / 2.8
nor2: 94 / 6.5
nor4b: 8 / 1.3
nor3: 25 / 2.4
and3b: 3 / 0.48
nand4bb: 3 / 0.62
buf: 22 / 2.5
nand2b: 6 / 0.69
o41a: 5 / 1.1
and4b: 4 / 0.74
nor3b: 5 / 0.69
and3: 11 / 1.3
a2111o: 3 / 0.62
nand3b: 7 / 0.97
o21a: 4 / 0.55
ha: 5 / 1.1
o311ai: 3 / 0.48
o21ai: 9 / 0.83
a21oi: 12 / 1.1
or3b: 4 / 0.64
xnor2: 25 / 4.0
clkbuf: 20 / 1.4
o22ai: 4 / 0.46
and2: 4 / 0.46
nand4: 25 / 3.0
## kinds of logic (layout without fill, tap and decap cells)
family	Yosys count	count (layout)	synth area share, %
compound gates	72	72	10.6
flops	83	83	30.5
mux	15	15	2.85
simple gates	352	352	37.2
fa+ha+maj	5	5	1.15
xor+xnor	79	79	12.7
buf+inv	56	43	4.92
## layout make-up
cell class	count	area [um^2]	area share (%)
tap	136	170	2.97
timing repair buffer	13	103	1.79
clock inverter	5	85.1	1.49
inverter	14	52.6	0.918
multi-input combinational	523	3510	61.3
sequential	83	1660	29.0
clock buffer	11	141	2.47
## power by group
group / leakage [nW] / total, mW / internal [mW] / switching [mW]
sequential: 0.669 / 0.564 / 0.561 / 0.00269
clock: 0.110 / 0.461 / 0.252 / 0.209
combinational: 1.25 / 0.0180 / 0.00521 / 0.0128
Power figures rest on the tool's default switching activity, not on a simulated workload.
